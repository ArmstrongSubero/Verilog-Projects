==> design.v <==
module V05_M_TONE(
	input mclk,
	output reg speaker
);
reg clk;
always @(posedge mclk)
     clk <= ~clk;	
reg [30:0] tone;
always @(posedge clk) tone <= tone+31'd1;
wire [7:0] fullnote;
music_ROM get_fullnote(.clk(clk), .address(tone[29:22]), .note(fullnote));
wire [2:0] octave;
wire [3:0] note;
divide_by12 get_octave_and_note(.numerator(fullnote[5:0]), .quotient(octave), .remainder(note));
reg [8:0] clkdivider;
always @*
case(note)
	 0: clkdivider = 9'd511; 
	 1: clkdivider = 9'd482; 
	 2: clkdivider = 9'd455; 
	 3: clkdivider = 9'd430; 
	 4: clkdivider = 9'd405; 
	 5: clkdivider = 9'd383; 
	 6: clkdivider = 9'd361; 
	 7: clkdivider = 9'd341; 
	 8: clkdivider = 9'd322; 
	 9: clkdivider = 9'd303; 
	10: clkdivider = 9'd286; 
	11: clkdivider = 9'd270; 
	default: clkdivider = 9'd0;
endcase
reg [8:0] counter_note;
reg [7:0] counter_octave;
always @(posedge clk) counter_note <= counter_note==0 ? clkdivider : counter_note-9'd1;
always @(posedge clk) if(counter_note==0) counter_octave <= counter_octave==0 ? 8'd255 >> octave : counter_octave-8'd1;
always @(posedge clk) if(counter_note==0 && counter_octave==0 && fullnote!=0 && tone[21:18]!=0) speaker <= ~speaker;
endmodule
module divide_by12(
	input [5:0] numerator,   
	output reg [2:0] quotient, 
	output [3:0] remainder
);
reg [1:0] remainder3to2;
always @(numerator[5:2])
case(numerator[5:2])
	 0: begin quotient=0; remainder3to2=0; end
	 1: begin quotient=0; remainder3to2=1; end
	 2: begin quotient=0; remainder3to2=2; end
	 3: begin quotient=1; remainder3to2=0; end
	 4: begin quotient=1; remainder3to2=1; end
	 5: begin quotient=1; remainder3to2=2; end
	 6: begin quotient=2; remainder3to2=0; end
	 7: begin quotient=2; remainder3to2=1; end
	 8: begin quotient=2; remainder3to2=2; end
	 9: begin quotient=3; remainder3to2=0; end
	10: begin quotient=3; remainder3to2=1; end
	11: begin quotient=3; remainder3to2=2; end
	12: begin quotient=4; remainder3to2=0; end
	13: begin quotient=4; remainder3to2=1; end
	14: begin quotient=4; remainder3to2=2; end
	15: begin quotient=5; remainder3to2=0; end
endcase
assign remainder[1:0] = numerator[1:0];   
assign remainder[3:2] = remainder3to2;   
endmodule
module music_ROM(
	input clk,
	input [7:0] address,
	output reg [7:0] note
);
always @(posedge clk)
case(address)
	  0: note<= 8'd25;
	  1: note<= 8'd27;
	  2: note<= 8'd27;
	  3: note<= 8'd25;
	  4: note<= 8'd22;
	  5: note<= 8'd22;
	  6: note<= 8'd30;
	  7: note<= 8'd30;
	  8: note<= 8'd27;
	  9: note<= 8'd27;
	 10: note<= 8'd25;
	 11: note<= 8'd25;
	 12: note<= 8'd25;
	 13: note<= 8'd25;
	 14: note<= 8'd25;
	 15: note<= 8'd25;
	 16: note<= 8'd25;
	 17: note<= 8'd27;
	 18: note<= 8'd25;
	 19: note<= 8'd27;
	 20: note<= 8'd25;
	 21: note<= 8'd25;
	 22: note<= 8'd30;
	 23: note<= 8'd30;
	 24: note<= 8'd29;
	 25: note<= 8'd29;
	 26: note<= 8'd29;
	 27: note<= 8'd29;
	 28: note<= 8'd29;
	 29: note<= 8'd29;
	 30: note<= 8'd29;
	 31: note<= 8'd29;
	 32: note<= 8'd23;
	 33: note<= 8'd25;
	 34: note<= 8'd25;
	 35: note<= 8'd23;
	 36: note<= 8'd20;
	 37: note<= 8'd20;
	 38: note<= 8'd29;
	 39: note<= 8'd29;
	 40: note<= 8'd27;
	 41: note<= 8'd27;
	 42: note<= 8'd25;
	 43: note<= 8'd25;
	 44: note<= 8'd25;
	 45: note<= 8'd25;
	 46: note<= 8'd25;
	 47: note<= 8'd25;
	 48: note<= 8'd25;
	 49: note<= 8'd27;
	 50: note<= 8'd25;
	 51: note<= 8'd27;
	 52: note<= 8'd25;
	 53: note<= 8'd25;
	 54: note<= 8'd27;
	 55: note<= 8'd27;
	 56: note<= 8'd22;
	 57: note<= 8'd22;
	 58: note<= 8'd22;
	 59: note<= 8'd22;
	 60: note<= 8'd22;
	 61: note<= 8'd22;
	 62: note<= 8'd22;
	 63: note<= 8'd22;
	 64: note<= 8'd25;
	 65: note<= 8'd27;
	 66: note<= 8'd27;
	 67: note<= 8'd25;
	 68: note<= 8'd22;
	 69: note<= 8'd22;
	 70: note<= 8'd30;
	 71: note<= 8'd30;
	 72: note<= 8'd27;
	 73: note<= 8'd27;
	 74: note<= 8'd25;
	 75: note<= 8'd25;
	 76: note<= 8'd25;
	 77: note<= 8'd25;
	 78: note<= 8'd25;
	 79: note<= 8'd25;
	 80: note<= 8'd25;
	 81: note<= 8'd27;
	 82: note<= 8'd25;
	 83: note<= 8'd27;
	 84: note<= 8'd25;
	 85: note<= 8'd25;
	 86: note<= 8'd30;
	 87: note<= 8'd30;
	 88: note<= 8'd29;
	 89: note<= 8'd29;
	 90: note<= 8'd29;
	 91: note<= 8'd29;
	 92: note<= 8'd29;
	 93: note<= 8'd29;
	 94: note<= 8'd29;
	 95: note<= 8'd29;
	 96: note<= 8'd23;
	 97: note<= 8'd25;
	 98: note<= 8'd25;
	 99: note<= 8'd23;
	100: note<= 8'd20;
	101: note<= 8'd20;
	102: note<= 8'd29;
	103: note<= 8'd29;
	104: note<= 8'd27;
	105: note<= 8'd27;
	106: note<= 8'd25;
	107: note<= 8'd25;
	108: note<= 8'd25;
	109: note<= 8'd25;
	110: note<= 8'd25;
	111: note<= 8'd25;
	112: note<= 8'd25;
	113: note<= 8'd27;
	114: note<= 8'd25;
	115: note<= 8'd27;
	116: note<= 8'd25;
	117: note<= 8'd25;
	118: note<= 8'd32;
	119: note<= 8'd32;
	120: note<= 8'd30;
	121: note<= 8'd30;
	122: note<= 8'd30;
	123: note<= 8'd30;
	124: note<= 8'd30;
	125: note<= 8'd30;
	126: note<= 8'd30;
	127: note<= 8'd30;
	128: note<= 8'd27;
	129: note<= 8'd27;
	130: note<= 8'd27;
	131: note<= 8'd27;
	132: note<= 8'd30;
	133: note<= 8'd30;
	134: note<= 8'd30;
	135: note<= 8'd27;
	136: note<= 8'd25;
	137: note<= 8'd25;
	138: note<= 8'd22;
	139: note<= 8'd22;
	140: note<= 8'd25;
	141: note<= 8'd25;
	142: note<= 8'd25;
	143: note<= 8'd25;
	144: note<= 8'd23;
	145: note<= 8'd23;
	146: note<= 8'd27;
	147: note<= 8'd27;
	148: note<= 8'd25;
	149: note<= 8'd25;
	150: note<= 8'd23;
	151: note<= 8'd23;
	152: note<= 8'd22;
	153: note<= 8'd22;
	154: note<= 8'd22;
	155: note<= 8'd22;
	156: note<= 8'd22;
	157: note<= 8'd22;
	158: note<= 8'd22;
	159: note<= 8'd22;
	160: note<= 8'd20;
	161: note<= 8'd20;
	162: note<= 8'd22;
	163: note<= 8'd22;
	164: note<= 8'd25;
	165: note<= 8'd25;
	166: note<= 8'd27;
	167: note<= 8'd27;
	168: note<= 8'd29;
	169: note<= 8'd29;
	170: note<= 8'd29;
	171: note<= 8'd29;
	172: note<= 8'd29;
	173: note<= 8'd29;
	174: note<= 8'd29;
	175: note<= 8'd29;
	176: note<= 8'd30;
	177: note<= 8'd30;
	178: note<= 8'd30;
	179: note<= 8'd30;
	180: note<= 8'd29;
	181: note<= 8'd29;
	182: note<= 8'd27;
	183: note<= 8'd27;
	184: note<= 8'd25;
	185: note<= 8'd25;
	186: note<= 8'd23;
	187: note<= 8'd20;
	188: note<= 8'd20;
	189: note<= 8'd20;
	190: note<= 8'd20;
	191: note<= 8'd20;
	192: note<= 8'd25;
	193: note<= 8'd27;
	194: note<= 8'd27;
	195: note<= 8'd25;
	196: note<= 8'd22;
	197: note<= 8'd22;
	198: note<= 8'd30;
	199: note<= 8'd30;
	200: note<= 8'd27;
	201: note<= 8'd27;
	202: note<= 8'd25;
	203: note<= 8'd25;
	204: note<= 8'd25;
	205: note<= 8'd25;
	206: note<= 8'd25;
	207: note<= 8'd25;
	208: note<= 8'd25;
	209: note<= 8'd27;
	210: note<= 8'd25;
	211: note<= 8'd27;
	212: note<= 8'd25;
	213: note<= 8'd25;
	214: note<= 8'd30;
	215: note<= 8'd30;
	216: note<= 8'd29;
	217: note<= 8'd29;
	218: note<= 8'd29;
	219: note<= 8'd29;
	220: note<= 8'd29;
	221: note<= 8'd29;
	222: note<= 8'd29;
	223: note<= 8'd29;
	224: note<= 8'd23;
	225: note<= 8'd25;
	226: note<= 8'd25;
	227: note<= 8'd23;
	228: note<= 8'd20;
	229: note<= 8'd20;
	230: note<= 8'd29;
	231: note<= 8'd29;
	232: note<= 8'd27;
	233: note<= 8'd27;
	234: note<= 8'd25;
	235: note<= 8'd25;
	236: note<= 8'd25;
	237: note<= 8'd25;
	238: note<= 8'd25;
	239: note<= 8'd25;
	240: note<= 8'd25;
	241: note<= 8'd0;
	242: note<= 8'd00;
	default: note <= 8'd0;
endcase
endmodule
==> run.sh <==
#!/bin/bash
# OpenROAD 26Q1-2900-gdf79404cd8, Yosys 0.63+post, stock flow scripts
make -C /OpenROAD-flow-scripts/flow DESIGN_CONFIG=/design/flow/config.mk WORK_HOME=/design/flow/orfs finish
==> config.mk <==
export PLATFORM = sky130hd
export DESIGN_NAME = V05_M_TONE
export DESIGN_NICKNAME = V05_M_TONE
export VERILOG_FILES = /design/flow/design.v
export SDC_FILE = /design/flow/constraint.sdc
export NUM_CORES = 4
export LEC_CHECK = 1
export CORE_UTILIZATION = 50
==> constraint.sdc <==
current_design V05_M_TONE

set clk_period 1.9
set clk_io_pct 0.2

create_clock -name clk0 -period $clk_period [get_ports {mclk}]

set non_clock_inputs [all_inputs -no_clocks]
set_input_delay [expr $clk_period * $clk_io_pct] -clock clk0 $non_clock_inputs
set_output_delay [expr $clk_period * $clk_io_pct] -clock clk0 [all_outputs]
==> reports/metrics.yaml <==
worst_setup_path:
  end_kind: "flip-flop"
  crit_required_ns: 1.79
  crit_chain: "inv_1"
  critical_path_class: "flip-flop to flip-flop"
  cp_top_family: "flip-flops"
  setup.worst_path.start: "clk"
  r2r-end: "clk"
  critPathArrivalTime_ns: 0.34
  slowest_stage: "dfxtp_1"
  crit_buf_inv: 1
  path_max_fanout: 2
  cpPeakStageDelay_ns: 0.30
  rr_startpoint: "clk"
  crit_cells: 1
  r2r_cells: 1
  rrSetupSlack_ns: 1.45
  worstSetupStartpointType: "flip-flop"
place:
  pre_cts_ws_ns: 1.44
  dp_hpwl_microns: 4220
  portBuffers: 1
  gp_congestion: 0.890
power:
  swShare: 0
  switchingPower_w: 0
  power_density_nw_per_um2: 6.47
  irDropWorstVdd_v: 0.0000326
  p_seq_frac: 1.000
  clockPowerShare: 0
  p_leak_nw: 1.23
  p_int_w: 0.0000214
  combPwrFrac: 0
logic_synthesis:
  postSynthSeqShare: 0.365
  top_area_cell: "dfxtp_1"
  synth-edff-count: 9
  synthCells: 372
  synth.cell_area_sq_um: 3260
  synth-async-reset-ratio: 0
  flop_cell: "dfxtp_1"
  most_common_cell: "dfxtp_1"
  synth.yosys.warnings: 3
  yosysChipArea_sq_um: 3260
  syn_avg_cell_area_sq_um: 8.77
  netlist_top_cells_count: "dfxtp_1 (46), nand2_1 (37), nor2_1 (26)"
  ys_seq_elements: 55
  netlist-cell-type-count: 59
  ys_cells: 372
  synth_top_area_share: 0.282
  area_leaders: "dfxtp_1 (28%), ha_1 (8.4%), edfxtp_1 (8.3%), xnor2_1 (6.7%), nand2_1 (4.3%)"
floorplanning:
  die_x_microns: 82.8
  ioPinCount: 2
  coreArea_sq_um: 6310
  die_h_microns: 82.8
  die-area_sq_um: 6850
  fp_util: 0.516
  fp-row-count: 29
final_timing:
  finalHoldViolCount: 0
  unclocked_regs: 54
  fmax_mhz: 2210
  worst_slew_pin_slew_ns: 0.884
  finalClockSkew_ns: 0
  setup_violations: 0
  untimed_endpoints: 64
  period_needed_ns: 0.453
  rsz0062_at_grt: "no"
  fin_ws_ns: 1.45
  setup_tns_ns: 0
  slew_viol_final: 0
  slew_headroom: 0.410
  finalClockPeriodUsage: 0.238
final_layout:
  combGateArea_sq_um: 1910
  drive_above_1_share: 0.0361
  syn_to_final_growth_pct: 1.61
  utilization: 0.525
  fillCellCount: 586
  flop_area_sq_um: 1190
global_route:
  grt_pass1_vias: 2083
  overflow: 0
  antenna_found_initial: 0
  grt_pass1_wl_microns: 9630
  grt_max_degree: 55
  grt_usage: 0.180
drt:
  num_vias: 2479
  drt_wl_total_microns: 5790
  routed_via_density: 5.67
  num_antenna_cells: 0
  wl_per_cell_microns: 13.2
  firstDrtPassIters: 4
  dr.first_iter.drc_count: 75
  ant_nets: 0
  drc: 0
min_path:
  min_from: "clk"
  hold_path.class: "flip-flop to flip-flop"
  min_to: "clk"
  hold_depth: 1
clock_tree:
  clkTransAtPathRegs_ns: 0
  post_cts_buffers: 0
  clk_latency_ns: 0
  cts.repair.resized: 0
  ctsHoldBuffers: 0
flow_run:
  tool_warnings: 43
  maxCapViolCount: 0
outcome:
  outcome: "completed"
metrics by stage:
stage	std cells	total power [W]	hold WS (ns)	cell area, sq um
global route	437	0.0000214	0.388	3310
global placement	437	0.0000214	0.360	3310
finish	437	0.0000214	0.362	3310
floorplan	372	0.0000214	0.755	3260
detailed placement	437	0.0000214	0.365	3310
CTS	437	0.0000214	0.366	3310
cell usage in the layout, fill, tap and decap left out, types with 5 or more instances in the layout:
master,instances
and3_1,8
mux2i_1,7
nand2_1,37
nand3_1,18
ha_1,22
xnor2_1,25
o21ai_0,13
a21oi_1,15
xor2_1,14
nand2b_1,6
inv_1,25
nor4_1,5
dfxtp_1,46
nor3_1,6
edfxtp_1,9
nor2_1,26
a31oi_1,5
layout make-up:
type                       instances  share of cell area
inverter                          26              0.0298
timing repair buffer               2             0.00529
multi-input combinational        277               0.576
sequential                        55               0.360
tap                               77              0.0291
power groups by stage:
| stage | registers, W | logic (W) | clock network (W) |
|---|---|---|---|
| 4_1_cts | 0.0000214 | 0.000000000752 | 0 |
| 5_1_grt | 0.0000214 | 0.000000000752 | 0 |
| 6_report | 0.0000214 | 0.000000000752 | 0 |
how the worst max path moves through the flow:
stage	slack, ns	endpoint
after CTS	1.44	clk
after global routing	1.41	clk
final	1.45	clk
per-layer routing:
metal,vias up,part of all wire,global-route usage,wire length (microns)
met2,40,0.46,0.293,2650
met3,8,0.023,0.00780,131
li1,1292,-,-,-
met5,-,0,0,0
met4,0,0.0095,0.0138,55
met1,1139,0.51,0.282,2940
cell families after synthesis:
group,synth area share
muxes,0.0284
and+or+nand+nor,0.216
DFF,0.365
adders and majority gates,0.0844
buffers and inverters,0.0491
AOI/OAI and AO/OA,0.152
xor gates and xnor gates,0.105
state kept, by name (all words and copies together), names as in the netlist:
name	cells
counter_octave	8
counter_note	9
tone	30
speaker	1
get_fullnote.note	6
clk	1
Power and IR drop assume default switching activity.
