==> ./design.v <==
module V01_LEDS(
     input nrst,
	  input clk,
	  inout reg[3:0]led
   );
	reg[31:0] counter;
	reg clk2;
	reg[7:0] i;
	reg[3:0] led_reg;
	always@(posedge clk, negedge nrst) begin
	   if(!nrst)begin
			counter <= 0;
			clk2 <= 0;
		end
		else if(counter == 24999999) begin
			counter <= 0;
			clk2 = ~clk2;
		end
		else
			counter <= counter + 32'd1;
	end
	always@(posedge clk2, negedge nrst) begin
	   if(!nrst)
			led <= 4'd0;
	   else
			case(i)
				0: 
				  begin led <= 4'b0001;
				        i <= i + 1;
				  end
				1:
				  begin led <= 4'b0010;
				        i <= i + 1;
				  end
				2:
					begin led <= 4'b0100;
						  i <= i + 1;
					end
				3:
					begin led <= 4'b1000;
					     i <= i <= 0;
				   end
			endcase
	end
endmodule
==> ./run.sh <==
#!/bin/bash
# OpenROAD 26Q1-2900-gdf79404cd8, Yosys 0.63+post, stock flow scripts
make -C /OpenROAD-flow-scripts/flow DESIGN_CONFIG=/design/flow/config.mk WORK_HOME=/design/flow/orfs finish
==> ./config.mk <==
export PLATFORM = sky130hd
export DESIGN_NAME = V01_LEDS
export DESIGN_NICKNAME = V01_LEDS
export VERILOG_FILES = /design/flow/design.v
export SDC_FILE = /design/flow/constraint.sdc
export NUM_CORES = 4
export LEC_CHECK = 1
export CORE_UTILIZATION = 40
==> ./constraint.sdc <==
current_design V01_LEDS

set clk_period 5.4
set clk_io_pct 0.2

create_clock -name clk0 -period $clk_period [get_ports {clk}]

set non_clock_inputs [all_inputs -no_clocks]
set_input_delay [expr $clk_period * $clk_io_pct] -clock clk0 $non_clock_inputs
set_output_delay [expr $clk_period * $clk_io_pct] -clock clk0 [all_outputs]
==> CHANGELOG.md <==
### Changed

- Run status: stopped before the end
- Halt Stage: 4_1_cts
- First error: [error] [KeplerFormal.cpp:679] Workflow failed: Iso has multiple drivers: .led0, led[0]$_DFFE_PN0P_.Q0
- Post-synth regs: 45
- Endpoints left unconstrained: 24
- Cell Type Count: 42
- IO Port Bufs: 1
- H-tree levels: 2
- CTS resizes: 0
- Hold buffers post-CTS: 0
- Async S/R FF share, synth: 82.2%
- EDFF count, synth: 8
- Die height: 77.2 um
- Starting Density: 41.3%
- Ys flop type: dfrtp_1
- FP Rows: 27
- Total I/O pin count: 6
- Syn. warnings: 1
- Yosys chip area: 2260 sq um
- Placed inst area: 2360 sq um
- Post-Syn Area: 2260 sq um
- Post-CTS setup buffer count: 0
- Hpwl dp: 2910 um
- # placed instances: 280
- Root Buffer: clkbuf_8
- Mapped Cells: 208
- Cell count listed in synth_stat.txt: 208
- CTS Buf Count: 5
- Die x size: 77.2 um
- Register pins left without a clock: 12
- CTS Buffer Depth: 2
- Mean post-synth cell area: 10.9 sq um
- Gpl congestion: 0.853
- Sequential share of the synthesized area: 51.6%
- DP Worst Slack: 3330 ps
[synth_stat cells (2+ instances only)]
master | instances | share of area (%)
edfxtp_1 | 8 | 11
or3_1 | 4 | 1.1
nand3_1 | 18 | 4.0
nor2_1 | 11 | 1.8
nand4b_1 | 2 | 0.77
dfrtp_1 | 37 | 41
and4_1 | 3 | 1.2
o31ai_1 | 6 | 2.0
or4_1 | 6 | 2.0
nor3_1 | 4 | 0.89
o21ai_0 | 4 | 0.89
nand2_1 | 7 | 1.2
and2_1 | 2 | 0.55
xor2_1 | 9 | 3.5
clkbuf_1 | 2 | 0.33
xnor2_1 | 19 | 7.4
inv_1 | 3 | 0.50
a21oi_1 | 10 | 2.2
nand4_1 | 8 | 2.2
nand3_2 | 3 | 1.3
a22o_1 | 3 | 1.2
ha_1 | 5 | 2.8
nor4_1 | 8 | 2.2
and3_1 | 8 | 2.2
[cell families after synthesis]
logic type / synth area share, %
DFF: 51.6
and+or+nand+nor: 25.0
AOI/OAI and AO/OA: 8.03
adders and majority gates: 2.77
xor gates and xnor gates: 10.8
buffers and inverters: 1.77
