[./design.v]
module bin_to_sseg
    (
	   input wire [3:0] bin,
		output reg [6:0] sseg
	 );
	 always @*
	 begin
	   case(bin)
		 4'h0: sseg = 7'b0111111;  
		 4'h0: sseg = 7'b0000110;  
		 4'h0: sseg = 7'b1111011;  
		 4'h0: sseg = 7'b1001111;  
		 4'h0: sseg = 7'b1100110;  
		 4'h0: sseg = 7'b1101101;  
		 4'h0: sseg = 7'b1111101;  
		 4'h0: sseg = 7'b0000111;  
		 4'h0: sseg = 7'b1111111;  
		 4'h0: sseg = 7'b1101111;  
		 4'h0: sseg = 7'b1110111;  
		 4'h0: sseg = 7'b1111100;  
 		 4'h0: sseg = 7'b0111001;  
		 4'h0: sseg = 7'b1011110;  
		 4'h0: sseg = 7'b1111001;  
		 default: sseg = 7'b1110001;  
	   endcase
	 end
endmodule
module V09_SEGMENT_MULTI
 (
   input wire clk,
	input wire[1:0]key,
	output wire [7:0] hex3, hex2, hex1, hex0
 );
 wire [3:0] d2, d1, d0;
 assign go = ~key[1];
 assign clr = ~key[0];
 stop_watch_if counter_unit
   (
	  .clk(clk), .go(go), .clr(clr),
	  .d2(d2), .d1(d1), .d0(d0)
	);
  bin_to_sseg disp_unit_0
	(.bin(d0), .sseg(hex0));
  bin_to_sseg disp_unit_1
	(.bin(d1), .sseg(hex1));
  bin_to_sseg disp_unit_2
	(.bin(d2), .sseg(hex2));
  bin_to_sseg disp_unit_3
	(.bin(4'b000), .sseg(hex3));
endmodule
module stop_watch_if
   (
	  input wire clk,
	  input wire go, clr,
	  output wire [3:0] d2, d1, d0
	);
	localparam DVSR = 5000000;
	reg[23:0] ms_reg;
	wire [22:0] ms_next;
	reg[3:0] d2_reg, d1_reg, d0_reg;
	reg [3:0] d2_next, d1_next, d0_next;
	wire ms_tick;
	always @(posedge clk)
	  begin
	    ms_reg <= ms_next;
		 d2_reg <= d2_next;
		 d1_reg <= d1_next;
		 d0_reg <= d0_next;
	  end
	  assign ms_next = (clk || (ms_reg==DVSR && go))
	     ? 4'b0: (go) ? ms_reg + 1 : ms_reg;
	  assign ms_tick = (ms_reg==DVSR) ? 1'b1 : 1'b0;
	  always @*
		begin
		  d0_next = d0_reg;
		  d1_next = d1_reg;
		  d2_next = d2_reg;
		  if(clr)
		   begin
				d0_next = 4'b0;
				d1_next = 4'b0;
				d2_next = 4'b0;
			end
		  else if(ms_tick)
			if(d0_reg  != 9)
				d0_next = d0_reg + 1;
			else
				begin
					d0_next = 4'b0;
					if (d1_reg != 9)
						d1_next = d1_reg + 1;
					else
						begin
							d1_next = 4'b0;
							if (d2_reg != 9)
								d2_next = d2_reg + 1;
							else
								d2_next = 4'b0;
							end
					end
		end
		assign d0 = d0_reg;
		assign d1 = d1_reg;
		assign d2 = d2_reg;
endmodule
[./run.sh]
#!/bin/bash
# OpenROAD 26Q1-2900-gdf79404cd8, Yosys 0.63+post, stock flow scripts
make -C /OpenROAD-flow-scripts/flow DESIGN_CONFIG=/design/flow/config.mk WORK_HOME=/design/flow/orfs finish
[./config.mk]
export PLATFORM = sky130hd
export DESIGN_NAME = V09_SEGMENT_MULTI
export DESIGN_NICKNAME = V09_SEGMENT_MULTI
export VERILOG_FILES = /design/flow/design.v
export SDC_FILE = /design/flow/constraint.sdc
export NUM_CORES = 4
export LEC_CHECK = 1
export CORE_AREA = 10 10 104 104
export DIE_AREA = 0 0 114 114
[./constraint.sdc]
current_design V09_SEGMENT_MULTI

set clk_period 4.2
set clk_io_pct 0.2

create_clock -name clk0 -period $clk_period [get_ports {clk}]

set non_clock_inputs [all_inputs -no_clocks]
set_input_delay [expr $clk_period * $clk_io_pct] -clock clk0 $non_clock_inputs
set_output_delay [expr $clk_period * $clk_io_pct] -clock clk0 [all_outputs]
==> results.cfg <==
; implementation run metrics
[outcome]
status = finished clean

[logic_synthesis]
netlist_top_cells_area = dfxtp_1, buf_4, or4_1, a21oi_1, o31ai_1
ys_cells = 258
ys_seq_frac = 0.337
synthTopCellsByCount = dfxtp_1, buf_4, a21oi_1, nand2_1, or4_1
top_area_frac = 0.337
async_reset_ff_frac = 0
yosysChipArea_mm2 = 0.00208
yosys_warnings = 8
syn_area_mm2 = 0.00208
synth.most_common_cell = dfxtp_1
ys_types = 39
synth.avg_cell_area_um2 = 8.05
synth_cells = 258
edf_count = 0
synthFlopType = dfxtp_1
ys_ff = 35
post-synth-top-area-cell = dfxtp_1

[placement]
gp_congestion = 0.823
dp_hpwl_mm = 3.16
port-buffer-count = 14
place_area_mm2 = 0.00219

[routing]
ant_nets = 0
firstDrtPassIters = 4
num_vias = 1856
antenna_cells = 0
post_drt_wl_per_cell_um = 12.3
dr.first_iter.drc_count = 168
vias_per_cell = 4.85
drcViolationCount = 0
wirelength_mm = 4.69

[flow_run]
maxCapViolCount = 0
warning_count = 49

[timing]
max_slew.worst_pin.slew_ps = 717
setup_viol = 0
drv_slew = 0
finalSetupTns_ps = 0
hold_viol = 0
relSlewSlack = 0.520
hold_ws_ps = 237
fin_skew_ps = 2.29
grt_setup_unrepaired = no

[grt]
grt_pass1_vias = 1902
grt_antenna_before_repair = 0
grt_pass1_wl_mm = 7.97
gr-usage-all-layers = 0.0707
grt-ovfl-total = 0
grt_max_degree = 20

[critical_path]
crit_type = clk -> reg
crit_path_end_kind = flip-flop
cp-start-kind = clock port
crit_required_ps = 4520
path_max_fanout = 9
cp.arrival_ps = 3290

[finish]
final_core_util = 0.281
drive_gt1_frac = 0.0727
largest_reg_flops = 23
nFillCells = 917
syn_to_final_growth_pct = 17.3
finish.instance_area_mm2 = 0.00244

[power_and_ir_drop]
switchingPower_uw = 271
total_power_mw = 1.00
leakagePower_nw = 0.797
power_frac_comb = 0.042
p_int_uw = 731
peakVddDrop_v = 0.000173
p_sw_frac = 0.270
p_seq_frac = 0.352
p_per_area_mw_per_mm2 = 411
clock_power_share = 0.607

[cts]
cts_tree = done
cts_resized = 0
postCtsSetupRepairBufs = 0
clock_latency_ps = 380
clkTransAtPathRegs_ps = 70
cts_hold_buf = 0

[floorplan]
die_area_mm2 = 0.0130
fp.coreArea_mm2 = 0.00868
rows = 34
die_width_um = 114
die_height_um = 114
initCoreUtil = 0.239
ios = 35

[worst_hold_path]
worstHoldPathType = clk -> reg
==> per-layer routing <==
metal	share of wire	vias up	wire length, µm	global-route usage
met5	0	-	0	0
met1	0.47	853	2210	0.0898
li1	-	928	-	-
met3	0.087	10	409	0.0399
met4	0.013	0	62	0.0267
met2	0.43	65	2020	0.0976
==> through the flow <==
stage                     setup slack [ps]  cells
after floorplan                       1380    276
after global placement                1450    363
after detailed placement              1410    363
after CTS                             1200    383
after global routing                  1170    383
final                                 1230    383
==> final cells by class <==
| cell class | instances | area [µm²] | share of cell area |
|---|---|---|---|
| clock inverter | 1 | 5.00 | 0.00205 |
| multi-input combinational | 193 | 1160 | 0.478 |
| timing repair buffer | 14 | 140 | 0.0575 |
| inverter | 13 | 48.8 | 0.0200 |
| clock buffer | 19 | 241 | 0.0991 |
| sequential | 35 | 701 | 0.288 |
| tap | 108 | 135 | 0.0555 |
==> power groups by stage <==
stage | Combinational, mW | Sequential, mW | Clock, mW
after CTS | 0.0416 | 0.352 | 0.629
after global routing | 0.0479 | 0.354 | 0.656
final | 0.0417 | 0.352 | 0.608
==> logic make-up (layout without fill, tap and decap cells) <==
group           count (synthesis)  after routing  share of synthesized area
simple gates                  107            107                      0.311
compound gates                 53             53                      0.154
buf+inv                        48             47                      0.134
flops                          35             35                      0.337
xor+xnor                        9              9                     0.0380
fa+ha+maj                       2              2                     0.0120
other cells                     2             20                    0.00362
mux                             2              2                    0.00964
==> cells in the final DEF (no fill, tap or decap), drive strengths merged <==
| master | n |
|---|---|
| nand3 | 8 |
| a21oi | 23 |
| nand2b | 2 |
| o211ai | 2 |
| clkinv | 1 |
| nand4bb | 2 |
| nor4bb | 4 |
| a31oi | 2 |
| clkbuf | 19 |
| and4 | 3 |
| o32ai | 1 |
| nor2 | 14 |
| a2111oi | 1 |
| nor2b | 3 |
| or2 | 1 |
| mux2i | 2 |
| and3 | 3 |
| conb | 20 |
| nand4 | 11 |
| clkinvlp | 1 |
| dfxtp | 35 |
| o31ai | 12 |
| nor4 | 4 |
| and2 | 4 |
| and4b | 2 |
| a31o | 1 |
| ha | 2 |
| or3 | 3 |
| o21ai | 10 |
| or4 | 18 |
| nor4b | 3 |
| inv | 12 |
| xor2 | 9 |
| o41a | 1 |
| nand2 | 21 |
| or3b | 1 |
| clkdlybuf4s50 | 14 |
==> critical path: stages <==
cell      delay, ps
clkbuf_8        110
clkbuf_8        120
clkbuf_8        120
clkbuf_8        130
clkbuf_8        130
a31o_1          180
clkbuf_8        140
clkbuf_8        150
a21oi_1         110
==> path summary, 6_finish.rpt <==
path,startpoint,end,slack [ps],cells past startpoint
max,clk,counter_unit.ms_reg[13],1230,9
max reg2reg,counter_unit.ms_reg[5],counter_unit.d1_reg[1],1700,4
min,clk,counter_unit.ms_reg[2],240,6
min reg2reg,counter_unit.ms_reg[1],counter_unit.ms_reg[1],500,2
Power is estimated from default activity; no workload was simulated.
